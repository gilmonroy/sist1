===== design/flow/design.v =====
module counter( 
input iclk,
output [3:0]oCount
);
reg[3:0] count_D = 4'd0;
reg[3:0] count_Q = 4'd0;
assign oCount = count_Q;
always @ (posedge iclk)
begin
count_Q <= count_D;
end
always @(*)
begin
if (count_Q ==  4'd15)
	begin
	count_D = 4'd0;
	end 
else 
begin
count_D = count_Q + 1'd1;
end
end
endmodule 

===== design/flow/run.sh =====
#!/bin/bash
# OpenROAD 26Q1-2900-gdf79404cd8, Yosys 0.63+post, stock flow scripts
make -C /OpenROAD-flow-scripts/flow DESIGN_CONFIG=/design/flow/config.mk WORK_HOME=/design/flow/orfs finish

===== design/flow/config.mk =====
export PLATFORM = sky130hd
export DESIGN_NAME = counter
export DESIGN_NICKNAME = counter
export VERILOG_FILES = /design/flow/design.v
export SDC_FILE = /design/flow/constraint.sdc
export NUM_CORES = 4
export LEC_CHECK = 1
export CORE_AREA = 10 10 70 70
export DIE_AREA = 0 0 80 80

===== design/flow/constraint.sdc =====
current_design counter

set clk_period 1.5
set clk_io_pct 0.2

create_clock -name clk0 -period $clk_period [get_ports {iclk}]

set non_clock_inputs [all_inputs -no_clocks]
set_input_delay [expr $clk_period * $clk_io_pct] -clock clk0 $non_clock_inputs
set_output_delay [expr $clk_period * $clk_io_pct] -clock clk0 [all_outputs]

==> flow_summary.json <==
{
  "top_register": "count_Q",
  "ant_nets": 0,
  "clockBufferDepth": 2,
  "period_used_share": 0.944,
  "cp_data_arrival_time_ps": 1120,
  "grt_pass1_wl_um": 524,
  "syn_area_um2": 154,
  "root_buffer": "clkbuf_4",
  "first_global_vias": 113,
  "place.gp.congestion": 0.573,
  "die_height_um": 80,
  "slowest_stage": "clkdlybuf4s50_1",
  "maxCapViolations": 0,
  "cp_data_required_time_ps": 1200,
  "grtUsageMet2": 0.00963,
  "die_x_um": 80,
  "clk_pin_slew_ps": 40,
  "end_kind": "output pin",
  "rows": 21,
  "clk_latency_ps": 230,
  "ys_cells": 14,
  "pwr_density_cell_nw_per_um2": 864,
  "antenna_found_initial": 1,
  "drt-initial-drc-count": 15,
  "rsz0062_at_grt": "false",
  "ys_seq_frac": 0.520,
  "max_stage_delay_ps": 490,
  "syn_inst": 14,
  "top_regs": "count_Q: 4 flops",
  "cts_tree": "built",
  "skew_ps": 0.222,
  "slew_viol_final": 0,
  "post_drt_via_cell_ratio": 2.07,
  "die-area_um2": 6400,
  "cts_setup_buffers": 0,
  "logic_area_um2": 66.3,
  "critPathTopFamily": "buffers and inverters",
  "core_area_um2": 3420,
  "synth_warnings": 1,
  "placed_area_um2": 251,
  "grt.total_usage": 0.0125,
  "numPlacedInstances": 64,
  "finalNonFillerCells": 68,
  "setup_tns_ps": 0,
  "grt_busiest_layer": "met3",
  "largest_register_ffs": 4,
  "path_cells": "clkdlybuf4s50_1",
  "setup_viol": 0,
  "io_buffers": 4,
  "slew_headroom": 0.886,
  "drc": 0,
  "avgSynthCellArea_um2": 11.0,
  "cts_buffers": 3,
  "routedWlPerCell_um": 5.34,
  "yosysUniqueCellTypes": 9,
  "grt_overflow": 0,
  "grt_max_degree": 7,
  "drive_above_1_share": 0.238,
  "p_leak_uw": 0.0000969,
  "n_fill_cell": 406,
  "crit_type": "flip-flop to output pin",
  "hp-class": "flip-flop to flip-flop",
  "hold_viol_final": 0,
  "grtUsageMet3": 0.0273,
  "cp_max_fo": 6,
  "ys_chip_area_um2": 154,
  "hold_ws_ps": 490,
  "htree_levels": 1,
  "max_freq_mhz": 706,
  "final-seq-area_um2": 81.3,
  "wl_um": 363,
  "vdd_ir_drop_max_mv": 0.197,
  "worst-path-buf-inv": 1,
  "fp-utilization": 0.0451,
  "first_pass_iters": 4,
  "fin_area_um2": 278,
  "syn_to_final_growth_pct": 80.5,
  "ioPinCount": 5,
  "via_count": 141,
  "log.warning_count": 25,
  "start_kind": "flip-flop",
  "ys.flops": 4,
  "worstMarginPinSlew_ps": 171,
  "period_minus_slack_ps": 1420,
  "outcome": "finished clean",
  "p_total_uw": 240,
  "grt_util_met1": 0.0113,
  "cts.sinks": 4
}
per-layer routing:
layer  vias up  routed length (um)  part of all wire
met3         0                 121              0.33
met4         0                   0                 0
met1        64                 147              0.40
met2         8                  93              0.26
met5         -                   0                 0
li1         69                   -                 -
synthesized netlist by cell type, drive strengths merged:
cell type / instances / area share
and4b: 1 / 0.065
a311o: 1 / 0.065
dfxtp: 4 / 0.52
xor2: 1 / 0.057
and2b: 1 / 0.057
ha: 1 / 0.081
nand2: 1 / 0.024
a31oi: 2 / 0.081
inv: 2 / 0.049
area by class of cell:
class | count | area share
sequential | 4 | 0.293
timing repair buffer | 4 | 0.144
multi-input combinational | 8 | 0.239
clock buffer | 3 | 0.0811
tap | 46 | 0.207
antenna | 1 | 0.00901
inverter | 2 | 0.0270
timing repair:
| action | 4_1_cts | 5_1_grt |
|---|---|---|
| endpoints found under the setup margin | 1 | 0 |
| resized | 1 | 0 |
| hold buffers | 0 | 0 |
through the flow:
step / util / setup slack (ps)
final: 0.0813 / 83.9
after global placement: 0.0736 / 270
after global routing: 0.0813 / 23.2
after floorplan: - / 544
after CTS: 0.0806 / 70.7
after detailed placement: 0.0736 / 262
power by group:
part	internal [uW]	switching, uW	leakage [uW]
clock network	89.5	43.6	0.0000138
logic	0	0	0.0000504
registers	107	0	0.0000327
total	196	43.6	0.0000969
layout by cell type, fill, tap and decap left out, drive strengths merged:
cell / n
clkdlybuf4s50: 4
dfxtp: 4
clkbuf: 3
a31oi: 2
inv: 2
diode: 1
xor2: 1
nand2: 1
and4b: 1
and2b: 1
a311o: 1
ha: 1
cells by family (layout without fill, tap and decap cells):
kind of cell    count (synthesis)  in the layout  share of synthesized area
compound gates                  3              3                      0.146
flops                           4              4                      0.520
fa+ha+maj                       1              1                     0.0813
other cells                     0              1                          0
xor+xnor                        1              1                     0.0569
buf+inv                         2              9                     0.0488
simple gates                    3              3                      0.146
worst paths after layout:
path               from         end  slack (ps)  cells after the start
max          count_Q[3]   oCount[3]          80                      1
min          count_Q[0]  count_Q[0]         490                      1
max reg2reg  count_Q[0]  count_Q[3]         440                      3
min reg2reg  count_Q[0]  count_Q[0]         490                      1
Power and IR drop assume default switching activity.
