===== ./run.sh =====
#!/bin/bash
# OpenROAD 26Q1-2900-gdf79404cd8, Yosys 0.63+post, stock flow scripts
make -C /OpenROAD-flow-scripts/flow DESIGN_CONFIG=/design/flow/config.mk WORK_HOME=/design/flow/orfs finish

===== ./config.mk =====
export PLATFORM = sky130hd
export DESIGN_NAME = divisor_Frecuencia
export DESIGN_NICKNAME = divisor_Frecuencia
export VERILOG_FILES = /design/flow/design.v
export SDC_FILE = /design/flow/constraint.sdc
export NUM_CORES = 4
export LEC_CHECK = 1
export CORE_AREA = 10 10 87 87
export DIE_AREA = 0 0 97 97

===== ./constraint.sdc =====
current_design divisor_Frecuencia

set clk_period 8.9
set clk_io_pct 0.2

create_clock -name clk0 -period $clk_period [get_ports {clk_50Mhz}]

set non_clock_inputs [all_inputs -no_clocks]
set_input_delay [expr $clk_period * $clk_io_pct] -clock clk0 $non_clock_inputs
set_output_delay [expr $clk_period * $clk_io_pct] -clock clk0 [all_outputs]

===== ./design.v =====
module divisor_Frecuencia(
input clk_50Mhz,
output reg clk_1hz =1
);
reg [24:0] contador =0;
always@ (posedge clk_50Mhz)
begin
contador = contador+1;
if(contador == 25000000)
begin
contador = 0;
clk_1hz = ~clk_1hz;
end
end
endmodule 

==> flow_summary.toml <==
# flow metrics
[logic_synthesis]
yosys-stat-area_sq_mm = 0.00145
edf_count = 1
ys_types = 46
flop_cell = "dfxtp_1"
yosysWarnings = 1
syn_area_per_cell_sq_um = 8.71
syn_inst = 167
async_flop_share = 0
numSynthFlops = 26
ys_cells = 167
synth_seq_share = 0.365
synth.cell_area_sq_mm = 0.00145

[grt]
grt_use_total = 0.0583
grt_antenna_before_repair = 0
grt_pass1_wl_mm = 4.94
grt_max_degree = 15
grt_overflow = 0
first_global_vias = 1085

[die]
core_region_area_sq_mm = 0.00564
fp_util = 0.258
dieHeight_um = 97
io-pin-count = 2
fp.dieW_um = 97
num_rows = 27
dieArea_sq_mm = 0.00941

[status]
outcome = "finished, final reports clean"

[setup_path]
rrSetupSlack_ps = 5680
crit_family = "simple AND/OR/NAND/NOR gates"
rr_endpoint = "clk_1hz$_DFFE_PN_"
path_depth = 7
endpoint_kind = "register"
slowest_delay_ps = 690
cp_max_fo = 13
path_buffers = 0
cp_cell_sequence = "ha_1 -> nand3_2 -> or4_1 -> nor2_1 -> xnor2_1 -> nor2_1 -> and4bb_1"
crit_arrival_ps = 3210
criticalPathCategory = "register to register"
crit_top_cell = "nor2_1"
ff2ff_path_depth = 7
crit_path_start_kind = "register"
reg2reg_from = "contador[0]$_SDFF_PN0_"
critPathRequiredTime_ps = 8900
worst_path_max_delay_cell = "nor2_1"

[clock_network]
htree_levels = 1
clkLatencyLatePin_ps = 270
cts_buffer_depth = 2
clock-sinks = 26
hold_buffers = 0
post_cts_buffers = 0
cts_root_buffer = "clkbuf_8"
cts_buffers = 3
cts_resized = 0
cts.clk_slew.worst_paths_ps = 90
cts_tree = "yes"

[final_timing]
finClkSkew_ps = 7.77
period_minus_slack_ps = 3220
max_freq_ghz = 0.311
finalCritPeriodShare = 0.361
rsz0062_at_grt = "no"
maxSlewViolCount = 0
setup_ws_ps = 5680
tightest_slew_ps = 867
final-setup-viol-count = 0
setup-tns-final_ps = 0
final_hold_viol_count = 0
relSlewSlack = 0.420

[drt]
finalWirelength_mm = 2.74
num_vias = 1135
drtIter0Drc = 108
drt.antenna.violating_nets = 0
drt-pass1-iter-count = 4
avgViaCountPerCell = 4.85
wl_per_cell_um = 11.7
drcViolationCount = 0
antennaDiodeCount = 0

[placement]
io_buffers = 1
placed_area_sq_mm = 0.00150
place.gp.congestion = 0.901
dp_slack_ps = 5760
hpwl_mm = 2.02
place_inst = 230

[flow_run]
max-cap-violations = 0
tool_warnings = 25

[hold_path]
hold_path_class = "register to register"
min_path_cells = 1
hold_end = "contador[9]$_SDFF_PN0_"
worstHoldStart = "contador[9]$_SDFF_PN0_"

[finish]
stdcell_count = 234
area_growth_pct = 6.02
drive_gt1_frac = 0.0802
final_cell_area_sq_mm = 0.00154

[pwr]
leakagePower_nw = 0.547
powerDensity_mw_per_mm2 = 120
ir_drop_mv = 0.0651
==> state kept, by name, summed over array words and instances, names as in the netlist <==
name and flops:
clk_1hz 1, contador 25
==> routing by layer <==
metal / global-route usage / vias up / share of wire
met4: 0.00676 / 0 / 0.0084
met5: 0 / - / 0
met2: 0.0890 / 15 / 0.42
li1: - / 601 / -
met1: 0.0828 / 517 / 0.53
met3: 0.0150 / 2 / 0.043
==> cell type report <==
| class | count | area [sq um] |
|---|---|---|
| fill | 593 | 4100 |
| multi-input combinational | 124 | 840 |
| sequential | 26 | 531 |
| tap | 72 | 90.1 |
| clock buffer | 4 | 45.0 |
| inverter | 7 | 26.3 |
| timing repair buffer | 1 | 10.0 |
==> logic make-up (layout without fill, tap and decap cells) <==
kind of cell / Yosys count / after routing / share of synthesized area
mux: 1 / 1 / 0.00688
xor+xnor: 19 / 19 / 0.114
compound gates: 30 / 30 / 0.134
fa+ha+maj: 1 / 1 / 0.00860
flops: 26 / 26 / 0.365
simple gates: 73 / 73 / 0.313
buf+inv: 17 / 12 / 0.0577
==> layout by cell type (no fill, tap or decap), drive strengths merged, types with 2 or more instances in the layout <==
cell type,instances
a2111oi,3
a21oi,15
a31oi,2
and3,2
and4,3
clkbuf,4
dfxtp,25
inv,7
nand2,12
nand2b,4
nand3,10
nand4,8
nor2,12
nor3,6
nor4,3
or2,2
or3,3
or4,4
xnor2,10
xor2,9
==> worst reg2reg max path, cell delays in order, from the launching register on <==
cell      delay [ps]
dfxtp_1          450
ha_1             280
nand3_2          230
or4_1            690
nor2_1           190
xnor2_1          120
nor2_1           690
and4bb_1         310
==> how the worst max path moves through the flow <==
| stage | from | to |
|---|---|---|
| 4_1_cts | contador[0]$_SDFF_PN0_ | clk_1hz$_DFFE_PN_ |
| 6_report | contador[0]$_SDFF_PN0_ | clk_1hz$_DFFE_PN_ |
| 5_1_grt | contador[0]$_SDFF_PN0_ | clk_1hz$_DFFE_PN_ |
==> synth_stat cells (2+ instances only) <==
cell | instances | area, sq um
dfxtp_1 | 25 | 500
or4_1 | 4 | 30.0
and3_1 | 2 | 12.5
nand3_1 | 9 | 45.0
xnor2_1 | 10 | 87.6
buf_2 | 6 | 30.0
nand4_1 | 5 | 31.3
xor2_1 | 9 | 78.8
nand2b_1 | 4 | 25.0
a21oi_1 | 15 | 75.1
and4_1 | 3 | 26.3
a2111oi_0 | 3 | 26.3
nor2_1 | 12 | 45.0
nand4_2 | 2 | 25.0
nor4_1 | 2 | 12.5
a31oi_1 | 2 | 12.5
or2_2 | 2 | 12.5
nand2_1 | 12 | 45.0
or3_1 | 3 | 18.8
inv_1 | 7 | 26.3
nor3_1 | 5 | 25.0
==> through the flow <==
| step | hold WS (ps) | power (W) | util |
|---|---|---|---|
| final | 541 | 0.000185 | 0.273 |
| after global placement | 519 | 0.000120 | 0.265 |
| after CTS | 544 | 0.000187 | 0.273 |
| after global routing | 571 | 0.000191 | 0.273 |
| after detailed placement | 528 | 0.000120 | 0.265 |
| after floorplan | 480 | 0.000120 | - |
==> power by group <==
group	switching [W]	internal (W)
clock network	0.0000361	0.0000320
logic	0	0
registers	0	0.000117
total	0.0000361	0.000149
Power and IR drop assume default switching activity.
